==> flow/design.v <==
module adder_1bit(a, b, cin, r, cout);
    input a, b, cin;
    output r, cout;
    wire a_not, b_not, not_cin;
    wire [3:0] r_and_layer;
    wire [2:0] cout_and_layer;
    not na(not_a, a),
        nb(not_b, b),
        nc(not_cin, cin);
    and r_and0(r_and_layer[0], not_a, not_b, cin),
        r_and1(r_and_layer[1], not_a, b, not_cin),
        r_and2(r_and_layer[2], a, b, cin),
        r_and3(r_and_layer[3], a, not_b, not_cin);
    or r_res(r, r_and_layer[0], r_and_layer[1],
             r_and_layer[2], r_and_layer[3]);
    and cout_and0(cout_and_layer[0], a, b),
        cout_and1(cout_and_layer[1], b, cin),
        cout_and2(cout_and_layer[2], a, cin);
    or cout_res(cout, cout_and_layer[0],
                cout_and_layer[1], cout_and_layer[2]);
endmodule
module adder_8bit(a, b, cin, r, cout);
    input [7:0] a, b;
    input cin;
    output [7:0] r;
    output cout;
    wire [8:0] carry;
    assign carry[0] = cin;
    assign cout = carry[8];
    genvar i;
    generate for (i = 0; i < 8; i = i + 1)
        adder_1bit r_i(a[i], b[i], carry[i], r[i], carry[i + 1]);
    endgenerate
endmodule
==> flow/run.sh <==
#!/bin/bash
# OpenROAD 26Q1-2900-gdf79404cd8, Yosys 0.63+post, stock flow scripts
make -C /OpenROAD-flow-scripts/flow DESIGN_CONFIG=/design/flow/config.mk WORK_HOME=/design/flow/orfs finish
==> flow/config.mk <==
export PLATFORM = sky130hd
export DESIGN_NAME = adder_8bit
export DESIGN_NICKNAME = adder_8bit
export VERILOG_FILES = /design/flow/design.v
export SDC_FILE = /design/flow/constraint.sdc
export NUM_CORES = 4
export LEC_CHECK = 1
export CORE_AREA = 10 10 70 70
export DIE_AREA = 0 0 80 80
==> flow/constraint.sdc <==
current_design adder_8bit

set clk_period 4.1
set clk_io_pct 0.2

create_clock -name clk0 -period $clk_period

set non_clock_inputs [all_inputs -no_clocks]
set_input_delay [expr $clk_period * $clk_io_pct] -clock clk0 $non_clock_inputs
set_output_delay [expr $clk_period * $clk_io_pct] -clock clk0 [all_outputs]
==> impl_metrics.env <==
# source this file to load flow results
export IMPL_die_h_um=80
export IMPL_port_buffers=26
export IMPL_vdd_drop_max_mv=0.0423
export IMPL_comb_area_um2=180
export IMPL_largest_area_cell="fa_1"
export IMPL_rsz0062_at_grt="yes"
export IMPL_antenna_found_initial=0
export IMPL_grt_max_degree=2
export IMPL_top_cell_area_share_pct=62.1
export IMPL_crit_slowest_cell="fa_2"
export IMPL_critPathCaptureType="output pin"
export IMPL_grt_use_total_pct=2.29
export IMPL_drt_total_wl_um=731
export IMPL_crit_arrival_ns=3.88
export IMPL_fp_util_pct=7.55
export IMPL_clkbuf_count=0
export IMPL_status="complete, but fails checks"
export IMPL_seq_cells=0
export IMPL_ys_seq_share_pct=0
export IMPL_setup_slack_ns=-0.597
export IMPL_period_needed_ns=4.70
export IMPL_placementRows=21
export IMPL_core_area_mm2=0.00342
export IMPL_power_frac_clock_pct=0
export IMPL_finalHoldViolCount=0
export IMPL_postLayoutCoreUtil_pct=15.7
export IMPL_synth_cell_type_count=3
export IMPL_p_seq_share_pct=0
export IMPL_grt_pass1_vias=238
export IMPL_hold_slack_ns=2.37
export IMPL_path_common_cell="fa_2"
export IMPL_tool_warnings=35
export IMPL_worst_pin_slew_ns=0.114
export IMPL_max_freq_ghz=0.213
export IMPL_gp_congestion=0.817
export IMPL_final_seq_area_um2=0
export IMPL_area_leaders="fa_1 62%, buf_4 23%, inv_1 15%"
export IMPL_grt_first_pass_wirelength_mm=1.15
export IMPL_p_int_uw=43.3
export IMPL_swShare_pct=31.3
export IMPL_antennaDiodeCount=0
export IMPL_ys_chip_area_um2=258
export IMPL_critical_path_class="in -> out"
export IMPL_syn_avg_cell_area_um2=9.91
export IMPL_place_hpwl_um=740
export IMPL_crit_required_ns=3.28
export IMPL_syn_cell_area_um2=258
export IMPL_final_setup_viol_count=3
export IMPL_drtPass1Iterations=1
export IMPL_cp_cell_sequence="buf_8 -> inv_12 -> fa_2 -> inv_2 -> fa_2 -> fa_2 -> fa_2 -> fa_2 -> fa_2 -> fa_2 -> inv_2 -> fa_2 -> inv_2 -> buf_2"
export IMPL_n_fill_cell=383
export IMPL_p_leak_nw=0.216
export IMPL_switchingPower_uw=19.7
export IMPL_chip_area_mm2=0.00640
export IMPL_vias_per_cell=2.29
export IMPL_fin_crit_sh_pct=115
export IMPL_maxCapViolCount=0
export IMPL_wl_per_cell_um=8.12
export IMPL_hold_path_class="in -> out"
export IMPL_pre_cts_ws_ns=-1.46
export IMPL_power_density_mw_per_mm2=117
export IMPL_critPathMaxStageDelay_ns=0.42
export IMPL_cp_max_fo=1
export IMPL_drv_slew=0
export IMPL_chipWidth_um=80
export IMPL_slew_headroom_pct=92.4
export IMPL_combPwrFrac_pct=100.0
export IMPL_yosys_cells=26
export IMPL_power_uw=63.1
export IMPL_cp_start_kind="input port"
export IMPL_drc=0
export IMPL_grt_ovfl_total=0
export IMPL_drt_iter0_drc=0
export IMPL_area_delta_synth_final_pct=108
export IMPL_vias=206
export IMPL_antenna_left=0
export IMPL_synthCells=26
export IMPL_yosysWarnings=2
export IMPL_violations="setup timing"
export IMPL_drive_gt1_share_pct=47.7
export IMPL_tns_ns=-1.19
export IMPL_io_pins=26
[through the flow]
step	instances	area, µm²
2_1_floorplan	26	297
3_3_place_gp	90	551
3_5_place_dp	90	551
4_1_cts	90	537
5_1_grt	90	537
6_report	90	537
[cells in the mapped netlist, drive strengths merged]
master / count
inv: 10
fa: 8
buf: 8
[cell type report]
type                            count  share of cell area, %
Inverter                           10                   10.3
Timing Repair Buffer               26                   45.5
Tap cell                           46                   10.7
Multi-Input combinational cell      8                   33.6
[worst max-delay path, delay by kind of cell]
family,cells,cell delay [ns]
adder cells (fa/ha/maj),8,2.68
buffers and inverters,6,0.38
[power groups by stage]
stage	Clock, mW	Combinational, mW	Sequential [mW]
final	0	0.0631	0
after global routing	0	0.0738	0
after CTS	0	0.0656	0
[path summary, 6_finish.rpt]
path              depth (start not counted)  startpoint    to
setup / recovery                         14        a[0]  r[7]
hold / removal                            5         cin  r[0]
[kinds of logic (layout without fill, tap and decap cells)]
logic type / after synthesis / after routing / share of synthesized area, %
adder cells (fa/ha/maj): 8 / 8 / 62.1
buffers and inverters: 18 / 36 / 37.9
[routing by layer]
metal	wire (µm)	GRT usage, %
met1	293	3.13
met4	0	0
met5	0	0
met2	203	2.41
met3	234	2.50
[repair_timing]
item,4_1_cts,5_1_grt
resized,34,1
buffers inserted,0,0
pin swaps,8,8
hold buffers,0,0
endpoints found under the setup margin,6,4
[placed cells by master (no fill, tap or decap)]
cell and n:
clkdlybuf4s50_1 16, fa_2 8, inv_2 4, inv_1 4
buf_2 4, dlygate4sd2_1 3, buf_6 2, inv_12 1
inv_6 1, buf_8 1
